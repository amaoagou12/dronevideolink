[/design/flow/config.mk]
export PLATFORM = sky130hd
export DESIGN_NAME = sramb
export DESIGN_NICKNAME = sramb
export VERILOG_FILES = /design/flow/design.v
export SDC_FILE = /design/flow/constraint.sdc
export NUM_CORES = 4
export LEC_CHECK = 1
export CORE_UTILIZATION = 30
[/design/flow/constraint.sdc]
current_design sramb

set clk_period 18.6
set clk_io_pct 0.2

create_clock -name clk0 -period $clk_period [get_ports {clk}]

set non_clock_inputs [all_inputs -no_clocks]
set_input_delay [expr $clk_period * $clk_io_pct] -clock clk0 $non_clock_inputs
set_output_delay [expr $clk_period * $clk_io_pct] -clock clk0 [all_outputs]
[/design/flow/design.v]
module sramb( 
  rdat,
  addr, wdat, rd, wr, clk
  );
  parameter DBITS = 12;
  parameter DEPTH = 256;
  localparam ABITS = $clog2(DEPTH);
  input  [ABITS-1:0]  addr;
  input  [DBITS-1:0]  wdat;
  input               rd;
  input               wr;
  input               clk;
  output [DBITS-1:0] rdat;
  reg [DBITS-1:0]    mem [0:DEPTH-1];
  reg [DBITS-1:0]    Q;
  always @(posedge clk) begin
    if (wr) begin
      mem[addr] <= wdat;
    end
  end
  always @(posedge clk) begin
    if (rd) begin
      Q <= mem[addr];
    end
  end
  assign rdat = Q;
endmodule  
[/design/flow/run.sh]
#!/bin/bash
# OpenROAD 26Q1-2900-gdf79404cd8, Yosys 0.63+post, stock flow scripts
make -C /OpenROAD-flow-scripts/flow DESIGN_CONFIG=/design/flow/config.mk WORK_HOME=/design/flow/orfs finish
==> flow_summary.json <==
{
  "status": "finished clean",
  "cap_viol_max_count": 0,
  "portBuffers": 34,
  "synthToLayoutAreaGrowth_pct": 16.29,
  "ant_nets": 0,
  "num_rows": 228,
  "synth_seq_share": 0.7918,
  "slew_viol_final": 0,
  "synth_cells": 5137,
  "firstDrtPassIters": 7,
  "coreArea_um2": 386800,
  "critPathCaptureType": "flop",
  "finalSetupViolations": 0,
  "initCoreUtil": 0.3024,
  "fill_cells": 34950,
  "syn_area_per_cell_um2": 22.77,
  "crit_fanout": 82,
  "synth_xor_xnor_area_share": 0,
  "synth_cell_type_count": 21,
  "postCtsHoldBufs": 0,
  "slew_headroom": 0.1827,
  "synthTopLogicFamily": "multiplexers",
  "ys_seq_elements": 3084,
  "yosys_warnings": 1,
  "gr-total-overflow": 0,
  "ys_sh_adder": 0,
  "syn_area_um2": 117000,
  "drc": 0,
  "place_congestion": 0.8673,
  "simple_gate_share": 0.01184,
  "fin_crit_ps": 8655,
  "warnings": 28,
  "tightest_slew_ps": 1210,
  "peakVddDrop_mv": 0.1178,
  "cts_inserted_buffers": 329,
  "place_area_um2": 126100,
  "clk_pin_slew_ps": 60,
  "cts.path.max_buffers": 4,
  "grt_usage": 0.1640,
  "worst_slack_ps": 9945,
  "cts_htree_levels": 5,
  "fin_area_um2": 136000,
  "p_per_area_nw_per_um2": 106.1,
  "cts.sinks": 3084,
  "drt_first_iter_violations": 3602,
  "required_ps": 19240,
  "cts_tree": "built",
  "die_area_um2": 392400,
  "io_pins": 35,
  "setup-tns-final_ps": 0,
  "ys_cells": 5137,
  "hp-class": "flop to flop",
  "grt_max_degree": 125,
  "first_global_vias": 62090,
  "die-height_um": 626.4,
  "drive_gt1_frac": 0.2887,
  "cts_root_buf": "clkbuf_16",
  "hold_viol_final": 0,
  "antenna_found_initial": 11,
  "vias_per_cell": 5.027,
  "cp-start-kind": "input pin",
  "fin_crit_sh": 0.4653,
  "die_x_um": 626.4,
  "crit_type": "input pin to flop",
  "finalClockSkew_ps": 64.50,
  "wl_mm": 297.8,
  "grt_setup_unrepaired": "false",
  "wire_per_inst_um": 27.03,
  "mux_share": 0.1479,
  "grt_pass1_wl_mm": 431.3,
  "synth-compound-area-share": 0.03646,
  "p_leak_nw": 41.21,
  "place_ws_ps": 8943,
  "cts_resized": 0,
  "dp_hpwl_mm": 178.0,
  "via_count": 55390,
  "fmax_ghz": 0.1155,
  "yosys-stat-area_um2": 117000,
  "cp_data_arrival_time_ps": 9290,
  "clkLatencyLatePin_ps": 990,
  "postCtsSetupBuffers": 0
}
[worst paths after layout]
path | start | cells past startpoint | end | slack (ps)
hold / removal | mem[70][2] | 5 | Q[2] | 1030
setup / recovery | addr[1] | 11 | Q[10] | 9950
setup reg to reg | mem[168][7] | 6 | Q[7] | 15230
hold reg to reg | mem[70][2] | 5 | Q[2] | 1030
[worst max-delay path: stages]
cell and delay, ps:
buf_8 300, buf_4 700, buf_12 420, buf_4 590, buf_4 680, buf_4 570, mux4_2 410, a22oi_1 280
a21oi_1 230, o41ai_1 930, nand4_1 190
[layer usage]
layer	track usage	share of wire	up-vias
li1	-	-	23020
met5	0.005556	0.0011	-
met1	0.1733	0.31	28430
met4	0.04685	0.037	22
met2	0.2528	0.48	3441
met3	0.1276	0.16	487
[cell usage after synthesis]
cell | count | area [µm²]
buf_1 | 26 | 97.59
o41ai_1 | 48 | 420.4
mux4_2 | 768 | 17300
or2_2 | 2 | 12.51
nand3_1 | 13 | 65.06
nor2b_1 | 7 | 43.79
buf_2 | 77 | 385.4
nand4_1 | 12 | 75.07
nand2b_1 | 6 | 37.54
clkbuf_1 | 205 | 769.5
buf_6 | 5 | 56.30
nor2_1 | 232 | 870.8
and2_1 | 3 | 18.77
nor3_1 | 30 | 150.1
a22oi_1 | 384 | 2883
edfxtp_1 | 3084 | 92610
a21oi_1 | 192 | 960.9
nand2_1 | 28 | 105.1
or3_1 | 1 | 6.260
inv_1 | 1 | 3.750
buf_4 | 13 | 97.59
[cells by family after synthesis]
kind of cell,Yosys count
compound gates,624
simple gates,334
buf+inv,327
mux,768
flops,3084
[cell usage in the layout (no fill, tap or decap), types with 6 or more instances in the layout]
cell and count:
clkbuf_1 70, a21oi_1 192, o41ai_1 42, o41ai_2 6
buf_8 13, nor3_2 30, bufinv_16 23, clkdlybuf4s50_1 20
clkinv_8 6, buf_12 10, buf_4 426, nand3_1 9
edfxtp_1 3084, nor2_1 230, mux4_2 768, clkinv_2 50
clkinv_1 74, nand2_1 27, clkbuf_16 331, a22oi_1 384
nand4_1 12
[where the power goes]
group	internal (mW)	switching (mW)	total [mW]
logic	0.219	0.422	0.641
registers	7.67	0.0116	7.68
clock network	3.57	2.54	6.11
[metrics by stage]
stage | util | power [mW] | hold WS, ps | std cells
2_1_floorplan | - | 8.145 | 895.6 | 5137
3_3_place_gp | 0.3259 | 8.465 | 1027 | 10460
3_5_place_dp | 0.3259 | 8.474 | 1027 | 10460
4_1_cts | 0.3516 | 14.55 | 1031 | 11020
5_1_grt | 0.3516 | 14.84 | 1080 | 11020
6_report | 0.3516 | 14.43 | 1027 | 11020
[state kept, by name (all words and copies together), names as in the netlist]
register and cells:
mem 3072, Q 12
[final cells by class]
cell class | count | area, µm² | share of cell area
Timing Repair Buffer | 469 | 3794 | 0.02789
Inverter | 1 | 3.754 | 0.00002760
Tap cell | 5175 | 6475 | 0.04760
Multi-Input combinational cell | 1726 | 23200 | 0.1706
Clock inverter | 162 | 1391 | 0.01023
Sequential cell | 3084 | 92610 | 0.6809
Antenna cell | 1 | 2.502 | 0.00001840
Clock buffer | 401 | 8546 | 0.06283
Power is estimated from default activity; no workload was simulated.
